==> design/flow/run.sh <==
#!/bin/bash
# OpenROAD 26Q1-2900-gdf79404cd8, Yosys 0.63+post, stock flow scripts
make -C /OpenROAD-flow-scripts/flow DESIGN_CONFIG=/design/flow/config.mk WORK_HOME=/design/flow/orfs finish
==> design/flow/config.mk <==
export PLATFORM = sky130hd
export DESIGN_NAME = tmds_channel
export DESIGN_NICKNAME = tmds_channel
export VERILOG_FILES = /design/flow/design.v
export SDC_FILE = /design/flow/constraint.sdc
export NUM_CORES = 4
export LEC_CHECK = 1
export CORE_UTILIZATION = 40
==> design/flow/constraint.sdc <==
current_design tmds_channel

set clk_period 8.2
set clk_io_pct 0.2

create_clock -name clk0 -period $clk_period [get_ports {clk_pixel}]

set non_clock_inputs [all_inputs -no_clocks]
set_input_delay [expr $clk_period * $clk_io_pct] -clock clk0 $non_clock_inputs
set_output_delay [expr $clk_period * $clk_io_pct] -clock clk0 [all_outputs]
==> design/flow/design.v <==
module tmds_channel
#(
    parameter int CN = 0
)
(
    input logic clk_pixel,
    input logic [7:0] video_data,
    input logic [3:0] data_island_data,
    input logic [1:0] control_data,
    input logic [2:0] mode,   
    output logic [9:0] tmds = 10'b1101010100
);
logic signed [4:0] acc = 5'sd0;
logic [8:0] q_m;
logic [9:0] q_out;
logic [9:0] video_coding;
assign video_coding = q_out;
logic [3:0] N1D;
logic signed [4:0] N1q_m07;
logic signed [4:0] N0q_m07;
always_comb
begin
    N1D = video_data[0] + video_data[1] + video_data[2] + video_data[3] + video_data[4] + video_data[5] + video_data[6] + video_data[7];
    case(q_m[0] + q_m[1] + q_m[2] + q_m[3] + q_m[4] + q_m[5] + q_m[6] + q_m[7])
        4'b0000: N1q_m07 = 5'sd0;
        4'b0001: N1q_m07 = 5'sd1;
        4'b0010: N1q_m07 = 5'sd2;
        4'b0011: N1q_m07 = 5'sd3;
        4'b0100: N1q_m07 = 5'sd4;
        4'b0101: N1q_m07 = 5'sd5;
        4'b0110: N1q_m07 = 5'sd6;
        4'b0111: N1q_m07 = 5'sd7;
        4'b1000: N1q_m07 = 5'sd8;
        default: N1q_m07 = 5'sd0;
    endcase
    N0q_m07 = 5'sd8 - N1q_m07;
end
logic signed [4:0] acc_add;
integer i;
always_comb
begin
    if (N1D > 4'd4 || (N1D == 4'd4 && video_data[0] == 1'd0))
    begin
        q_m[0] = video_data[0];
        for(i = 0; i < 7; i++)
            q_m[i + 1] = q_m[i] ~^ video_data[i + 1];
        q_m[8] = 1'b0;
    end
    else
    begin
        q_m[0] = video_data[0];
        for(i = 0; i < 7; i++)
            q_m[i + 1] = q_m[i] ^ video_data[i + 1];
        q_m[8] = 1'b1;
    end
    if (acc == 5'sd0 || (N1q_m07 == N0q_m07))
    begin
        if (q_m[8])
        begin
            acc_add = N1q_m07 - N0q_m07;
            q_out = {~q_m[8], q_m[8], q_m[7:0]};
        end
        else
        begin
            acc_add = N0q_m07 - N1q_m07;
            q_out = {~q_m[8], q_m[8], ~q_m[7:0]};
        end
    end
    else
    begin
        if ((acc > 5'sd0 && N1q_m07 > N0q_m07) || (acc < 5'sd0 && N1q_m07 < N0q_m07))
        begin
            q_out = {1'b1, q_m[8], ~q_m[7:0]};
            acc_add = (N0q_m07 - N1q_m07) + (q_m[8] ? 5'sd2 : 5'sd0);
        end
        else
        begin
            q_out = {1'b0, q_m[8], q_m[7:0]};
            acc_add = (N1q_m07 - N0q_m07) - (~q_m[8] ? 5'sd2 : 5'sd0);
        end
    end
end
always_ff @(posedge clk_pixel) acc <= mode != 3'd1 ? 5'sd0 : acc + acc_add;
logic [9:0] control_coding;
always_comb
begin
    unique case(control_data)
        2'b00: control_coding = 10'b1101010100;
        2'b01: control_coding = 10'b0010101011;
        2'b10: control_coding = 10'b0101010100;
        2'b11: control_coding = 10'b1010101011;
    endcase
end
logic [9:0] terc4_coding;
always_comb
begin
    unique case(data_island_data)
        4'b0000 : terc4_coding = 10'b1010011100;
        4'b0001 : terc4_coding = 10'b1001100011;
        4'b0010 : terc4_coding = 10'b1011100100;
        4'b0011 : terc4_coding = 10'b1011100010;
        4'b0100 : terc4_coding = 10'b0101110001;
        4'b0101 : terc4_coding = 10'b0100011110;
        4'b0110 : terc4_coding = 10'b0110001110;
        4'b0111 : terc4_coding = 10'b0100111100;
        4'b1000 : terc4_coding = 10'b1011001100;
        4'b1001 : terc4_coding = 10'b0100111001;
        4'b1010 : terc4_coding = 10'b0110011100;
        4'b1011 : terc4_coding = 10'b1011000110;
        4'b1100 : terc4_coding = 10'b1010001110;
        4'b1101 : terc4_coding = 10'b1001110001;
        4'b1110 : terc4_coding = 10'b0101100011;
        4'b1111 : terc4_coding = 10'b1011000011;
    endcase
end
logic [9:0] video_guard_band;
generate
    if (CN == 0 || CN == 2)
        assign video_guard_band = 10'b1011001100;
    else
        assign video_guard_band = 10'b0100110011;
endgenerate
logic [9:0] data_guard_band;
generate
    if (CN == 1 || CN == 2)
        assign data_guard_band = 10'b0100110011;
    else
        assign data_guard_band = control_data == 2'b00 ? 10'b1010001110
            : control_data == 2'b01 ? 10'b1001110001
            : control_data == 2'b10 ? 10'b0101100011
            : 10'b1011000011;
endgenerate
always @(posedge clk_pixel)
begin
    case (mode)
        3'd0: tmds <= control_coding;
        3'd1: tmds <= video_coding;
        3'd2: tmds <= video_guard_band;
        3'd3: tmds <= terc4_coding;
        3'd4: tmds <= data_guard_band;
    endcase
end
endmodule
==> flow_metrics.py <==
# Flow results
metrics = {
    "synthesis": {
        "ys_cells": 317,
        "top_area_frac": 0.142,
        "ys_seq_share": 0.149,
        "ys_top_cells_by_count": "ha_1, a21oi_1, nor2_1",
        "yosys-stat-area_mm2": 0.00255,
        "synth-edff-count": 10,
        "syn_inst": 317,
        "yosysMostFrequentCell": "ha_1",
        "synthArstFlopShare": 0,
        "top_cells_by_area": "ha_1, edfxtp_1, fa_1, a21oi_1, xnor2_1",
        "synth_warnings": 1,
        "ff_type": "edfxtp_1",
        "synth_area_per_cell_um2": 8.05,
        "yosysTopAreaCell": "ha_1",
        "synth.distinct_cells": 63,
        "ys_ff": 14,
        "syn_area_mm2": 0.00255,
    },
    "sta": {
        "rsz0062_at_grt": "true",
        "fin_crit_sh": 1.13,
        "fin_skew_ps": 5.60,
        "finalCriticalPeriod_ps": 9240,
        "setup_viol": 13,
        "hold_violations": 0,
        "fmax_ghz": 0.108,
        "fin_ws_ps": -1040,
        "worstMarginPinSlew_ps": 580,
        "slew_viol_final": 0,
        "maxSlewHeadroom": 0.612,
    },
    "routing": {
        "antennaDiodeCount": 0,
        "drtPass1Iterations": 4,
        "vias_per_cell": 5.20,
        "wire_per_inst_um": 12.7,
        "ant_nets": 0,
        "num_vias": 2469,
        "routed_wl_um": 6010,
        "drtIter0Drc": 157,
        "drcViolationCount": 0,
    },
    "critical_path": {
        "critical-path-slowest-cell": "fa_1",
        "critical_path_class": "primary input to register",
        "worstPathArrival_ps": 9370,
        "crit_path_end_kind": "register",
        "cp_max_fo": 5,
        "cpMostUsedCell": "fa_1",
        "cp_slowest_stage_delay_ps": 530,
        "worstPathRequired_ps": 8330,
        "cp-start-kind": "primary input",
    },
    "cts": {
        "cts_inserted_buffers": 3,
        "clk_path_buf_depth": 2,
        "cts_max_level": 1,
        "cts_hold_buf": 0,
        "numClockSinks": 14,
        "cts_tree": "yes",
        "clock.latency.late_pin_ps": 240,
        "clock-root-buffer": "clkbuf_8",
        "clk_pin_slew_ps": 60,
    },
    "hold_path": {
        "hold_path_class": "register to register",
    },
    "flow_run": {
        "warning_count": 42,
        "cap_viol_max_count": 0,
    },
    "grt": {
        "antenna_found_initial": 0,
        "track_usage": 0.198,
        "grt_overflow_total": 0,
        "grt_pass1_vias": 2196,
        "grt_max_degree": 20,
        "grt_first_pass_wirelength_um": 10200,
    },
    "layout": {
        "nFillCells": 525,
        "final_util": 0.598,
        "syn2layout_area_growth_pct": 41.2,
        "instances_no_fill": 475,
        "seq_area_um2": 380,
        "final-comb-area_mm2": 0.00215,
        "drive_gt1_frac": 0.313,
        "stdcell_area_mm2": 0.00360,
    },
    "floorplan": {
        "die_h_um": 81.9,
        "rows": 28,
        "initial_utilization": 0.423,
        "core_mm2": 0.00603,
        "io_pins": 28,
        "die-area_mm2": 0.00670,
        "die_x_um": 81.9,
    },
    "outcome": {
        "status": "finished with violations",
        "violations": "negative setup slack",
    },
    "place": {
        "place_inst": 457,
        "portBuffers": 27,
        "place_ws_ps": -1840,
        "place_area_mm2": 0.00336,
        "place_congestion": 0.879,
        "dp.final_hpwl_um": 4860,
    },
}
path summary, 6_finish.rpt:
check	start	end	slack [ps]	cells past startpoint
max reg2reg	acc[2]	acc[4]	5470	12
min reg2reg	acc[1]	acc[1]	650	2
max	video_data[0]	acc[4]	-1040	33
min	acc[1]	acc[1]	650	2
layout by cell type (no fill, tap or decap), types with 4 or more instances in the layout:
cell,netlist,layout
clkbuf_8,0,4
xnor2_2,5,6
a211oi_1,6,6
nor2_1,25,25
nor3_1,12,11
o21ai_0,13,12
a21oi_1,26,24
ha_1,29,25
xnor2_1,13,10
nand2_1,23,19
edfxtp_1,10,10
fa_1,9,7
xor2_1,8,7
nor2b_1,7,7
dfxtp_1,4,4
inv_2,3,6
buf_4,3,68
inv_1,23,17
o21ai_1,5,6
nand2b_1,8,7
nand3_1,7,7
clkdlybuf4s50_1,0,24
sequential cells by signal, summed over array words and instances (netlist names):
name and count:
acc 4, tmds 10
cell families (layout without fill, tap and decap cells):
group                    Yosys count  after routing  share of synthesized area
AND/OR/NAND/NOR                  101            101                      0.196
adder cells (fa/ha/maj)           38             38                      0.213
multiplexers                       3              3                     0.0118
flip-flops                        14             14                      0.149
buffers and inverters             44            127                     0.0701
XOR/XNOR                          29             29                      0.130
AND-OR/OR-AND                     88             88                      0.230
critical path, delay by kind of cell:
family                   cells  cell delay (ps)
AND-OR/OR-AND                8             1460
buffers and inverters        5              240
XOR/XNOR                     2              330
AND/OR/NAND/NOR              6              700
adder cells (fa/ha/maj)     12             4980
area by class of cell:
type,instances,share of cell area
repair buffers,97,0.226
inverters,26,0.0306
well taps,75,0.0260
clock buffers,4,0.0153
multi-input cells,259,0.597
flip-flops and latches,14,0.106
metrics by stage:
step / hold slack, ps / setup TNS [ps]
6_report: 646 / -9090
2_1_floorplan: 580 / -12500
4_1_cts: 661 / -10210
5_1_grt: 668 / -13000
3_5_place_dp: 621 / -19020
3_3_place_gp: 614 / -18010
routing by layer:
layer	up-vias	routed length (um)	track usage
li1	1297	-	-
met1	1095	3130	0.348
met2	75	2540	0.277
met3	2	336	0.0135
met4	0	7	0.0140
met5	-	0	0
what timing repair did:
item,in CTS,in global routing
endpoints found under the setup margin,13,13
resized,24,10
setup buffers,7,8
pin swaps,29,29
endpoints found under the hold margin,0,0
